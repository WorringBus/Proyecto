==> /design/flow/design.v <==
module ALU (
    input  [3:0] A,     
    input  [3:0] B,     
    input  sel,   
  output reg [3:0] R
);
always @* begin
    case (sel)
        1'b0: R = A + B;   
        1'b1: R = A & B;   
    endcase
end
endmodule
==> /design/flow/run.sh <==
#!/bin/bash
# OpenROAD 26Q1-2900-gdf79404cd8, Yosys 0.63+post, stock flow scripts
make -C /OpenROAD-flow-scripts/flow DESIGN_CONFIG=/design/flow/config.mk WORK_HOME=/design/flow/orfs finish
==> /design/flow/config.mk <==
export PLATFORM = sky130hd
export DESIGN_NAME = ALU
export DESIGN_NICKNAME = ALU
export VERILOG_FILES = /design/flow/design.v
export SDC_FILE = /design/flow/constraint.sdc
export NUM_CORES = 4
export LEC_CHECK = 1
export CORE_AREA = 10 10 70 70
export DIE_AREA = 0 0 80 80
==> /design/flow/constraint.sdc <==
current_design ALU

set clk_period 3.0
set clk_io_pct 0.2

create_clock -name clk0 -period $clk_period

set non_clock_inputs [all_inputs -no_clocks]
set_input_delay [expr $clk_period * $clk_io_pct] -clock clk0 $non_clock_inputs
set_output_delay [expr $clk_period * $clk_io_pct] -clock clk0 [all_outputs]
==> impl_metrics.toml <==
# physical design summary
[status]
outcome = "completed"

[sta]
fmaxAchievable_ghz = 0.360
hold_viol = 0
period_needed_ns = 2.78
finalSetupViolCount = 0
rsz0062_at_grt = "no"
period_used_share = 0.925
slew_headroom = 0.835
fin_ws_ns = 0.224
slew_violations = 0
worstMarginPinSlew_ns = 0.244

[routing]
avgRoutedWirePerCell_um = 7.83
dr_total_vias = 204
drc = 0
drt_iter0_drc = 7
dr.pass1.iters = 2
postRouteAntennaNets = 0
viasPerCell = 2.46
antenna_cells = 0
totalWireLength_um = 650

[logic_synthesis]
ys_cells = 23
synth.distinct_cells = 15
ys_top_logic_family = "adder cells"
fa_ha_area_frac = 0.368
syn_inst = 23
ys_warn_count = 1
yosys-top-cells-count = "ha_1 (4), inv_1 (4), nand2_1 (2), nor3b_1 (2)"
ys_seq_frac = 0
synthTopCellsByArea = "ha_1 (26%), fa_1 (11%), inv_1 (7.9%)"
ys_chip_area_um2 = 190
top_cell_area_share = 0.263
compound_area_frac = 0.0921
xor_share = 0.0461
simple_gate_area_frac = 0.243
synth_top_cell_by_area = "ha_1"
synth_area_per_cell_um2 = 8.27
mux_share = 0.112
syn_area_um2 = 190

[final_layout]
regArea_um2 = 0
n_clock_buffer = 0
seq_cells = 0
fin_util = 0.116
drive_above_1_share = 0.135
num-fill-cells = 391
area_growth_pct = 109

[pwr]
total_power_w = 0.0000499
pwr-share-seq = 0
p_per_area_nw_per_um2 = 126
intPower_w = 0.0000325
leakage_nw = 0.188
irDropWorstVdd_mv = 0.0270
p_comb_frac = 1.000
p_sw_w = 0.0000175
pwr-share-clk = 0
swShare = 0.350

[worst_setup_path]
worstSetupPathType = "in2out"
start_kind = "input port"
critPathCaptureType = "output pin"
arrival_ns = 2.18
cp_max_fo = 3
required_ns = 2.40

[grt]
grt_pass1_wl_um = 938
overflow = 0
grt_pass1_vias = 197
grt_use_met1 = 0.0251
grt_use_total = 0.0180
grt_max_degree = 7
busiest_layer = "met1"
grt_util_met2 = 0.0233
grtUsageMet3 = 0.0125
antenna_found_initial = 0

[place]
dp_hpwl_um = 572
numPortBuffers = 13
place_congestion = 0.792
dp_slack_ns = -0.0669

[die]
core_um2 = 3420
die_h_um = 80
die_area_um2 = 6400
io_pins = 13
initCoreUtil = 0.0557
row_count = 21
die_w_um = 80

[flow_run]
drv_cap = 0
warnings = 33

[worst_hold_path]
hold_path_class = "in2out"
## through the flow
stage | hold WS, ns | setup TNS (ns) | area, um^2 | instances
floorplan | 1.35 | 0 | 190 | 23
global placement | 2.32 | -0.0815 | 374 | 82
finish | 1.76 | 0 | 397 | 83
global route | 1.80 | 0 | 397 | 83
detailed placement | 2.34 | -0.128 | 374 | 82
CTS | 2.19 | -0.0610 | 375 | 82
## area by class of cell
class	instances	area [um^2]	area share
multi-input combinational	18	170	0.429
inverter	4	15.0	0.0379
timing repair buffer	15	154	0.388
tap	46	57.6	0.145
## power groups by stage
stage	sequential, W	clock [W]	combinational [W]
6_report	0	0	0.0000499
5_1_grt	0	0	0.0000553
4_1_cts	0	0	0.0000504
## worst max-delay path: stages
cell and delay (ns):
clkdlybuf4s50_1 0.46, ha_2 0.19, inv_1 0.05, fa_1 0.37, xor2_1 0.14, o21ai_0 0.12
dlygate4sd2_1 0.24
## worst paths after layout
check                 depth (start not counted)  slack (ns)  startpoint  endpoint
worst max-delay path                          7        0.22        B[0]      R[2]
worst min-delay path                          6        1.76        B[1]      R[3]
## cell families after synthesis
family,Yosys count
AOI/OAI and AO/OA,3
xor gates and xnor gates,1
adders and majority gates,5
buffers and inverters,5
muxes,2
and+or+nand+nor,7
## routing by layer
layer,part of all wire,vias up
li1,-,109
met1,0.51,84
met2,0.33,11
met3,0.16,0
met4,0,0
met5,0,-
## repair_timing
item / 4_1_cts / 5_1_grt
endpoints found under the setup margin: 2 / 2
resized: 2 / 5
setup buffers: 0 / 1
pin swaps: 1 / 3
hold buffers: 0 / 0
## cells in the final DEF, fill, tap and decap left out, drive strengths merged, types with 2 or more instances in the layout
master         n
ha             4
nand2          2
buf            2
dlymetal6s2s   4
nor3b          2
clkdlybuf4s50  8
inv            4
Power is estimated from default activity; no workload was simulated.
